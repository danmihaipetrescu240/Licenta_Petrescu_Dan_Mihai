### flow/run.sh
#!/bin/bash
# OpenROAD 26Q1-2900-gdf79404cd8, Yosys 0.63+post, stock flow scripts
make -C /OpenROAD-flow-scripts/flow DESIGN_CONFIG=/design/flow/config.mk WORK_HOME=/design/flow/orfs finish
### flow/config.mk
export PLATFORM = sky130hd
export DESIGN_NAME = avg_pooling
export DESIGN_NICKNAME = avg_pooling
export VERILOG_FILES = /design/flow/design.v
export SDC_FILE = /design/flow/constraint.sdc
export NUM_CORES = 4
export LEC_CHECK = 1
export CORE_AREA = 10 10 111 111
export DIE_AREA = 0 0 121 121
### flow/constraint.sdc
current_design avg_pooling

set clk_period 9.7
set clk_io_pct 0.2

create_clock -name clk0 -period $clk_period [get_ports {clk}]

set non_clock_inputs [all_inputs -no_clocks]
set_input_delay [expr $clk_period * $clk_io_pct] -clock clk0 $non_clock_inputs
set_output_delay [expr $clk_period * $clk_io_pct] -clock clk0 [all_outputs]
### flow/design.v
module avg_pooling(
    input clk,
    input activare_tragere,
    input [7:0] intrare1,
    input [7:0] intrare2,
    input [7:0] intrare3,
    input [7:0] intrare4,
    output [7:0] iesire,
    output  stare_tragere
    );
    reg [15:0] pool_out;
    always @(posedge clk) begin
        if(activare_tragere == 1) begin
            pool_out <= (intrare1+intrare2+intrare3+intrare4)>> 2;
        end
    end
    assign iesire = pool_out[7:0];
    assign stare_tragere = (pool_out==(intrare1+intrare2+intrare3+intrare4)>> 2)? 1:0;
endmodule
==> job_summary.md <==
### Yosys + OpenROAD results

| Metric | Value |
|---|---|
| Final worst-path cycle share | 78.3% |
| Total Neg Setup Slack | 0 ps |
| Flip-flop and latch count after synthesis | 8 |
| HP Class | primary input to register |
| Maximum number of pins on one net before global-route repair | 9 |
| Max reg flops | 8 |
| Share of Yosys cell area claimed by the top area cell type | 26.0% |
| Setup WS post-layout | 2100 ps |
| Number of port buffers | 42 |
| Setup CP Type | primary input to primary output |
| Count of synthesis-stage warnings from yosys | 1 |
| Avg Cell Area, Syn | 9.46 um^2 |
| Post-cts repair resize count | 0 |
| Vertical extent of the die | 121 um |
| P&R area growth vs syn | 51.1% |
| Depth of the CTS H-tree | 1 |
| Die footprint | 0.0146 mm^2 |
| Vias in the first global route | 998 |
| # setup viols final | 0 |
| # Cells Yosys | 130 |
| Biggest registers after layout | pool_out (8) |
| Setup slack at placement | 2090 ps |
| TritonCTS sink count | 8 |
| Peak Freq | 0.132 GHz |
| Worst slew slack as a fraction of its limit | just over 70% |
| Number of antenna violations at the first check in global routing | 0 |
| Number of instances in the synthesized netlist | 130 |
| Peak supply drop | 0.0595 mV |
| Via-to-Cell Ratio | between 3 and 4 |
| Reported leakage power | 0.000856 uW |
| Actual transition at the worst max-transition pin | about 430 ps |
| Synth Area in XOR/XNOR | 11.3% |
| Highest net fanout along the worst path | 3 |
| Filler cells | 1074 |
| Post-synth design cell area | around 0.0012 mm^2 |
| Post-synthesis sequential area ratio | approximately a fifth |
| Prevailing logic family in the synthesized netlist | adder cells |
| Max Transition Viols Final | 0 |
| Violation tally from detailed-route iteration zero | 15 |
| Diodes inserted | 0 |
| Share of post-route cells with drive strength above 1 | 4.57% |
| MUX share of area | 0.814% |
| Count of max-cap constraint violations | 0 |
| Number of hold buffers added after CTS | 0 |
| Bufs on Longest Clock Path | 2 |
| Number of placement rows | 36 |
| Most flops, register | pool_out |
| Yosys-reported design area after synthesis | around 0.0012 mm^2 |
| Global route total overflow | 0 |
| Top Ports | 43 |
| Data arrival time of the critical path | roughly 5700 ps |
| Final routed DRC violation total | 0 |
| Last weighted congestion value of the routability-driven placer | 0.795 |
| Final Hold Violating Endpoints | 0 |
| Commonest cells after routing, fill and taps aside | sky130_fd_sc_hd__inv_1 (45), sky130_fd_sc_hd__clkdlybuf4s50_1 (42), sky130_fd_sc_hd__fa_1 (16), sky130_fd_sc_hd__edfxtp_1 (8), sky130_fd_sc_hd__ha_1 (7) |
| Data required time of the worst path | around 7800 ps |
| Kind of end point of the critical path | primary output |
| Global router's overall resource usage | a little over 4% |
| Wire length per cell after detailed routing | ~9.4 um |
| Setup Buffers After CTS | 0 |
| Detailed-routing iteration count for the pre-antenna-repair pass | 4 |
| Clock root buffer | sky130_fd_sc_hd__clkbuf_8 |
| Overall via count from detail_route | about 970 |
| Total detailed-routing wirelength | 2.90 mm |
| Number of CTS-inserted buffers | 3 |
| Synth area leader | sky130_fd_sc_hd__fa_1 |
| Outcome | finished, final reports clean |
| Top cells by area in the synthesized netlist | sky130_fd_sc_hd__fa_1 (26%), sky130_fd_sc_hd__edfxtp_1 (20%), sky130_fd_sc_hd__inv_1 (14%), sky130_fd_sc_hd__ha_1 (7.1%), sky130_fd_sc_hd__xnor3_1 (3.7%) |
| TritonCTS clock tree | built |
| Crit path launch type | primary input |
| Total number of warnings across the stage logs | 25 |
| Overall power consumption | 333 uW |
| RSZ-0062 raised after global routing | false |
| Total half-perimeter wirelength after legalization and detailed placement | approximately 2.7 mm |
| Synth Area in Adders | between 30% and 40% |
| Register clock-pin slew on the reported worst setup and hold paths | 40 ps |
| First-pass GRT wire length | between 4 and 5 mm |
| Antenna-violating nets left | 0 |
| Die extent in x | 121 um |
| Dominant logic cell type in the layout | sky130_fd_sc_hd__inv_1 |
| Core Box Area | 0.00986 mm^2 |
| Power Dens Cells | 179 mW/mm^2 |
| Starting density of the core | about an eighth |
| Distinct cells, synth | 30 |
| Clock period minus worst slack | 7600 ps |
| Area fraction in compound gates | 11.5% |
| Simple-gate portion of the synthesized area | 9.97% |
[report_power, final]
| part | total, uW | internal, uW | switching, uW |
|---|---|---|---|
| Combinational | 222 | 124 | 97.5 |
| Clock | 39.9 | 26.9 | 13.0 |
| Sequential | 71.3 | 61.0 | 10.4 |
[synth_stat cells]
| cell type | instances |
|---|---|
| sky130_fd_sc_hd__xnor2_1 | 3 |
| sky130_fd_sc_hd__o21ai_0 | 1 |
| sky130_fd_sc_hd__nand3b_1 | 1 |
| sky130_fd_sc_hd__a211oi_2 | 1 |
| sky130_fd_sc_hd__a311oi_1 | 1 |
| sky130_fd_sc_hd__nor4_2 | 1 |
| sky130_fd_sc_hd__fa_1 | 16 |
| sky130_fd_sc_hd__and3_2 | 1 |
| sky130_fd_sc_hd__a21o_1 | 5 |
| sky130_fd_sc_hd__xor3_1 | 1 |
| sky130_fd_sc_hd__o31ai_1 | 1 |
| sky130_fd_sc_hd__nor3_1 | 3 |
| sky130_fd_sc_hd__edfxtp_1 | 8 |
| sky130_fd_sc_hd__or2_2 | 2 |
| sky130_fd_sc_hd__xor2_1 | 5 |
| sky130_fd_sc_hd__a21oi_1 | 6 |
| sky130_fd_sc_hd__a31oi_1 | 1 |
| sky130_fd_sc_hd__nand4_1 | 1 |
| sky130_fd_sc_hd__or4_1 | 1 |
| sky130_fd_sc_hd__inv_1 | 45 |
| sky130_fd_sc_hd__a211oi_1 | 2 |
| sky130_fd_sc_hd__nand2_1 | 3 |
| sky130_fd_sc_hd__xnor3_1 | 2 |
| sky130_fd_sc_hd__nand3_1 | 3 |
| sky130_fd_sc_hd__mux2i_1 | 1 |
| sky130_fd_sc_hd__o21a_1 | 1 |
| sky130_fd_sc_hd__ha_1 | 7 |
| sky130_fd_sc_hd__nor2_1 | 5 |
| sky130_fd_sc_hd__nand4b_1 | 1 |
| sky130_fd_sc_hd__o41a_1 | 1 |
[final cells by class]
type | instances | area (um^2) | area share (%)
multi-input cells | 77 | 821 | 44.2
flip-flops and latches | 8 | 240 | 12.9
clock buffers | 3 | 41.3 | 2.22
repair buffers | 42 | 420 | 22.6
inverters | 45 | 169 | 9.09
well taps | 133 | 166 | 8.96
[metrics by stage]
step                std cells  utilization, %  hold WS, ps  instance area, um^2
global placement          305            18.4         2760                 1820
global route              308            18.8         2620                 1860
detailed placement        305            18.4         2770                 1820
CTS                       308            18.8         2590                 1860
finish                    308            18.8         2580                 1860
floorplan                 130               -         2050                 1230
[kinds of logic (layout without fill, tap and decap cells)]
logic type | count (synthesis) | count (layout)
xor+xnor | 11 | 11
compound gates | 20 | 20
fa+ha+maj | 23 | 23
buf+inv | 45 | 90
mux | 1 | 1
simple gates | 22 | 22
flops | 8 | 8
[critical path, stage by stage]
cell and delay (ps):
sky130_fd_sc_hd__clkdlybuf4s50_1 450, sky130_fd_sc_hd__inv_1 50, sky130_fd_sc_hd__fa_1 540, sky130_fd_sc_hd__inv_1 50, sky130_fd_sc_hd__fa_1 490, sky130_fd_sc_hd__nand2_1 90, sky130_fd_sc_hd__nor2_1 50, sky130_fd_sc_hd__fa_1 420
sky130_fd_sc_hd__xor2_1 200, sky130_fd_sc_hd__xor2_1 150, sky130_fd_sc_hd__a211oi_1 230, sky130_fd_sc_hd__nand4_1 170, sky130_fd_sc_hd__nor4_2 290, sky130_fd_sc_hd__clkdlybuf4s50_1 530
[metal layers]
layer  share of wire [%]  GRT usage, %  vias up
met5                   0             0        -
met4                   0        0.0754        0
met3                  12          2.41        0
met2                  39          5.85       33
met1                  49          5.72      430
li1                    -             -      505
[worst paths after layout]
kind              from                    end  cells after the start
min   activare_tragere  pool_out[5]$_DFFE_PP_                      1
max        intrare1[1]          stare_tragere                     14
Power and IR drop assume default switching activity.
