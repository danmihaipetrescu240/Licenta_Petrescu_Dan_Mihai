**design.v**
```verilog
module relu #(parameter latime = 8)(
    input signed [4*latime-1:0] date_intrare,
    output signed [2*latime-1:0] date_iesire
    );
    wire signed [4*latime-1:0] temp;
    assign temp = (date_intrare > 0) ? date_intrare:0;
    assign date_iesire = temp >> 8;
endmodule
```
**run.sh**
```bash
#!/bin/bash
# OpenROAD 26Q1-2900-gdf79404cd8, Yosys 0.63+post, stock flow scripts
make -C /OpenROAD-flow-scripts/flow DESIGN_CONFIG=/design/flow/config.mk WORK_HOME=/design/flow/orfs finish
```
**config.mk**
```make
export PLATFORM = sky130hd
export DESIGN_NAME = relu
export DESIGN_NICKNAME = relu
export VERILOG_FILES = /design/flow/design.v
export SDC_FILE = /design/flow/constraint.sdc
export NUM_CORES = 4
export LEC_CHECK = 1
export CORE_AREA = 10 10 70 70
export DIE_AREA = 0 0 80 80
```
**constraint.sdc**
```tcl
current_design relu

set clk_period 1.6
set clk_io_pct 0.2

create_clock -name clk0 -period $clk_period

set non_clock_inputs [all_inputs -no_clocks]
set_input_delay [expr $clk_period * $clk_io_pct] -clock clk0 $non_clock_inputs
set_output_delay [expr $clk_period * $clk_io_pct] -clock clk0 [all_outputs]
```
==> results.cfg <==
; flow metrics
[pwr]
clkPwrFrac_pct = 0
peakVddDrop_v = 0.0000913
p_int_mw = 0.0728
p_sw_share_pct = 23.9
p_sw_mw = 0.0228
design_power_total_mw = 0.0957
power_frac_comb_pct = 100.0
p_seq_share_pct = 0
power.leakage_nw = 0.244
power_density_nw_per_um2 = 185

[layout]
drive_gt1_share_pct = 32.0
ff_count = 0
area_growth_pct = 259
n_fill_cell = 400
post_layout_nonfiller_instances = 96
seq_area_um2 = 0
nClkBuffers = 0
final_util_pct = 15.1
logic_area_um2 = 140

[floorplan]
core_area_um2 = 3420
row_count = 21
die_width_um = 80
dieArea_um2 = 6400
io-pin-count = 48
die_h_um = 80
fp_util_pct = 4.21

[clock_network]
postCtsSetupBuffers = 0

[synthesis]
yosys_warnings = 0
ys_sh_aoi_pct = 0
syn_inst = 17
ys_seq_share_pct = 0
ys_sh_adder_pct = 0
xor_area_share_pct = 0
simple_gate_area_share_pct = 92.2
logic_family = simple AND/OR/NAND/NOR gates
yosysCellCount = 17
yosys_area_um2 = 144
synth_cell_types = 4
syn_area_per_cell_um2 = 8.46
ys_sh_mux_pct = 0
syn-cell-area_um2 = 144

[global_routing]
grt_max_degree = 11
gr-usage-met1_pct = 4.09
grt_pass1_wl_um = 1700
use_met3_pct = 1.93
use_met2_pct = 6.10
antenna_found_initial = 0
grt_pass1_vias = 274
overflow = 0
top_usage_layer = met2
grt_util_all_layers_pct = 3.58

[sta]
period_used_pct = 92.6
rsz0062_at_grt = no
setup_violations = 0
tightest_slew_ns = 0.180
max_freq_mhz = 675
layout_min_cycle_time_ns = 1.48
slew_headroom_pct = 88.0
slew_violations = 0
finalHoldViolCount = 0
tns_ns = 0
setup_ws_ns = 0.118

[place]
dp_slack_ns = -0.417
dp_hpwl_um = 1190
dp_cells = 96
place.gp.congestion = 0.695
portBuffers = 33

[drt]
route.vias.total = 234
wl_per_cell_um = 12.7
drtIter0Drc = 0
ant_nets = 0
drc = 0
viasPerCell = 2.44
antennaDiodeCount = 0
first_pass_iters = 1
drt_wl_total_um = 1220

[critical_path]
cp-end-kind = output pin
cp.required_ns = 1.28
start_kind = input pin
path_class = in2out
worstPathMaxFanout = 1
worstPathArrival_ns = 1.16

[worst_hold_path]
hold_depth = 3
hp-start = date_intrare[31]
hold_class = in2out
holdPathEnd = date_iesire[4]

[flow_run]
tool_warnings = 50
cap_violations = 0

[status]
outcome = finished, final reports clean
==> cells by family (layout without fill, tap and decap cells) <==
group | after synthesis | count (layout)
buf+inv | 1 | 34
simple gates | 16 | 16
==> worst max-delay path, cell delays in order <==
cell	delay, ns
clkdlybuf4s50_1	0.40
and2b_2	0.19
dlygate4sd2_1	0.25
==> how the worst max path moves through the flow <==
stage / start / to / slack [ns] / cells after the start
after CTS: date_intrare[18] / date_iesire[10] / 0.11 / 3
after global routing: date_intrare[18] / date_iesire[10] / 0.09 / 3
final: date_intrare[16] / date_iesire[8] / 0.12 / 3
==> cells in the final DEF, fill, tap and decap left out <==
cell / Yosys / routed
and2b_2: 6 / 6
buf_4: 0 / 1
clkdlybuf4s15_2: 0 / 1
clkdlybuf4s50_1: 0 / 16
dlygate4sd2_1: 0 / 16
nor2b_1: 3 / 2
nor2b_2: 7 / 7
nor2b_4: 0 / 1
==> cell type report <==
class                      instances  area share [%]
tap                               46            11.1
timing repair buffer              34            61.7
multi-input combinational         16            27.1
==> repair_timing <==
item	4_1_cts	5_1_grt
hold buffers	0	0
gates resized	20	0
endpoints found under the setup margin	16	0
==> routing by layer <==
metal  wire [um]  share of wire [%]
met5           0                  0
met4           0                  0
met2         612                 50
met1         447                 37
met3         164                 13
==> power by group through the flow <==
stage	Clock (mW)	Combinational [mW]	Sequential (mW)
finish	0	0.0957	0
CTS	0	0.0994	0
global route	0	0.104	0
==> cell usage after synthesis <==
master,number,share of area [%]
nor2b_2,7,43
nor2b_1,3,13
and2b_2,6,37
buf_6,1,7.8
==> per-stage QoR <==
step           hold WS (ns)  cell area, um2
2_1_floorplan         0.703             144
3_3_place_gp           1.60             528
3_5_place_dp           1.58             528
4_1_cts                1.21             517
5_1_grt                1.25             517
6_report               1.20             517
Power figures rest on the tool's default switching activity, not on a simulated workload.
